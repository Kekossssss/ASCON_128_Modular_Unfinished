==> ./design.v <==
`timescale 1ns / 1ps
import ascon_pack::*;
module data_organizer(
    input logic [7:0] size_treated_data_r_i,
    input logic [255:0] data_i,
    output logic [255:0] data_o
    );
    logic [255:0] data_mask_s;
    logic [255:0] data_final_s;
    int r;
    always_comb begin
        r = int'(size_treated_data_r_i);
        for (int i=0;i<256;i++) begin
            if (i<r) data_mask_s[i] <= data_i[i] & 1;
            else data_mask_s[i] <= data_i[i] & 0;
        end
    end
    assign data_final_s = data_mask_s << 256 - r;
    assign data_o = data_final_s;
endmodule : data_organizer
==> ./run.sh <==
#!/bin/bash
# OpenROAD 26Q1-2900-gdf79404cd8, Yosys 0.63+post, stock flow scripts
make -C /OpenROAD-flow-scripts/flow DESIGN_CONFIG=/design/flow/config.mk WORK_HOME=/design/flow/orfs finish
==> ./config.mk <==
export PLATFORM = sky130hd
export DESIGN_NAME = data_organizer
export DESIGN_NICKNAME = data_organizer
export VERILOG_FILES = /design/flow/design.v
export SDC_FILE = /design/flow/constraint.sdc
export NUM_CORES = 4
export LEC_CHECK = 1
export CORE_UTILIZATION = 30
==> ./constraint.sdc <==
current_design data_organizer

set clk_period 49.3
set clk_io_pct 0.2

create_clock -name clk0 -period $clk_period

set non_clock_inputs [all_inputs -no_clocks]
set_input_delay [expr $clk_period * $clk_io_pct] -clock clk0 $non_clock_inputs
set_output_delay [expr $clk_period * $clk_io_pct] -clock clk0 [all_outputs]
==> flow_summary.json <==
{
  "final_layout_size_suffix_gt1_frac": 0.115,
  "cellLeakagePower_nw": 12.7,
  "post_cts_buffers": 0,
  "crit_chain": "clkdlybuf4s50_1, buf_4, inv_1, ha_4, buf_4, buf_4, buf_4, or2_2, o22ai_1, o21ai_0, o221ai_1, o21a_1, a221oi_1, a21oi_1, a21oi_1, o21ai_0, clkdlybuf4s50_1",
  "antenna_found_initial": 32,
  "first_global_vias": 43100,
  "slew_headroom": 0.0397,
  "hold_viol": 0,
  "rows": 113,
  "holdWs_ns": 21.38,
  "drc": 0,
  "hpwlAfterDp_mm": 220,
  "cts_resized": 0,
  "fin_cells": 6122,
  "critPathLaunchType": "primary input",
  "setup_viol": 0,
  "tool_warnings": 41,
  "cts_hold_repair.buffers": 0,
  "initCoreUtil": 0.303,
  "power.internal_w": 0.000254,
  "ys_chip_area_sq_um": 28800,
  "end_kind": "output port",
  "seq_area_frac_synth": 0,
  "final.period_utilization": 0.541,
  "synth-adder-area-share": 0.00130,
  "ys_sh_aoi": 0.517,
  "gp_congestion": 1.18,
  "fmax_ghz": 0.0375,
  "clockBufferCount": 0,
  "p_sw_frac": 0.682,
  "holdPathStages": 7,
  "setup_tns_ns": 0,
  "port_buffers": 519,
  "die_w_microns": 312,
  "slowest_delay_ns": 0.90,
  "grt_max_degree": 113,
  "die_y_microns": 312,
  "syn_area_sq_um": 28800,
  "synthToLayoutAreaGrowth_pct": 23.8,
  "synth_cell_types": 107,
  "critical_path_class": "in2out",
  "dr.pass1.iters": 8,
  "io_pins": 520,
  "antenna_left": 0,
  "vias": 46500,
  "avgSynthCellArea_sq_um": 6.32,
  "min_period_ns": 26.67,
  "grt-ovfl-total": 0,
  "critPathMaxFanout": 44,
  "seq_cells": 0,
  "worst_slew_pin_slew_ns": 1.44,
  "arrival_ns": 16.81,
  "crit_path_start": "size_treated_data_r_i[1]",
  "place_ws_ns": 23.21,
  "cap_viol_max_count": 0,
  "simple_gate_area_frac": 0.233,
  "mux_share": 0.161,
  "utilization": 0.375,
  "regArea_sq_um": 0,
  "power.density_nw_per_um2": 22.4,
  "hold_path_class": "in2out",
  "synth_warnings": 2,
  "synth_cells": 4563,
  "drt-total-wl_mm": 283,
  "coreArea_sq_um": 95200,
  "die-area_sq_um": 97400,
  "status": "finished clean",
  "routedWlPerCell_microns": 46.3,
  "setup_ws_ns": 22.63,
  "ys_cells": 4563,
  "grt.total_usage": 0.568,
  "rsz0062_at_grt": "false",
  "xor_share": 0.00382,
  "nFillCells": 10400,
  "path_common_cell": "buf_4",
  "peakVddDrop_mv": 0.0159,
  "slowest_stage": "o21ai_0",
  "drtIter0Drc": 7356,
  "placed_cells": 6104,
  "grt_first_pass_wirelength_mm": 379,
  "min-delay-start": "data_i[4]",
  "via_per_inst": 7.60,
  "required_ns": 39.44,
  "synth.logic.top_family": "AND-OR/OR-AND gates",
  "p_sw_w": 0.000545,
  "drv_slew": 0
}
## routing by layer
layer / vias to the layer above / GRT usage / wire (microns)
li1: 18600 / - / -
met1: 22600 / 0.650 / 98700
met2: 3948 / 0.811 / 116000
met3: 1263 / 0.254 / 38600
met4: 42 / 0.466 / 29600
met5: - / 0.00484 / 373
## layout by cell type (no fill, tap or decap), types with 107 or more instances in the layout
master           instances
o22ai_1                202
o211ai_1               120
a211oi_1               112
mux2i_1                242
nand3_1                115
nand2_1                482
o21ai_0                436
buf_4                  290
a21oi_1                310
nor3_1                 107
clkdlybuf4s50_1        512
nor2_1                 469
## final timing paths
check | to | slack (ns)
worst max-delay path | data_o[242] | 22.63
worst min-delay path | data_o[4] | 21.38
## layout make-up
class,count,area (sq um),share of cell area
multi-input cells,4013,26600,0.745
diodes,15,37.5,0.00105
inverters,18,75.1,0.00210
repair buffers,811,7410,0.207
well taps,1265,1580,0.0443
## critical path: cells and delay by family
kind | cells | cell delay (ns)
AND-OR/OR-AND | 8 | 2.89
buffers and inverters | 7 | 2.83
AND/OR/NAND/NOR | 1 | 0.53
adder cells (fa/ha/maj) | 1 | 0.56
## kinds of logic after synthesis
family / after synthesis
compound gates: 2138
simple gates: 1472
fa+ha+maj: 3
xor+xnor: 10
buf+inv: 550
mux: 390
## through the flow
stage          total power (W)  cell area, sq um
2_1_floorplan         0.000348             28800
3_3_place_gp          0.000741             35600
3_5_place_dp          0.000738             35600
4_1_cts               0.000741             35600
5_1_grt               0.000795             35700
6_report              0.000799             35700
## cell usage after synthesis (20+ instances only)
| cell type | count | area [sq um] |
|---|---|---|
| nand2_1 | 485 | 1820 |
| nor2_1 | 476 | 1790 |
| o21ai_0 | 439 | 2200 |
| a21oi_1 | 311 | 1560 |
| mux2i_1 | 242 | 2420 |
| clkbuf_1 | 221 | 830 |
| buf_2 | 216 | 1080 |
| o22ai_1 | 202 | 1260 |
| o211ai_1 | 120 | 901 |
| nand3_1 | 115 | 576 |
| a211oi_1 | 113 | 848 |
| nor3_1 | 109 | 546 |
| mux2_2 | 98 | 1100 |
| o221ai_1 | 87 | 762 |
| buf_1 | 83 | 312 |
| a22oi_1 | 77 | 578 |
| o22a_1 | 61 | 534 |
| o21a_1 | 59 | 443 |
| a31oi_1 | 53 | 332 |
| a221oi_1 | 51 | 447 |
| o211a_1 | 51 | 510 |
| and2_1 | 49 | 307 |
| mux4_2 | 49 | 1100 |
| o31ai_1 | 42 | 315 |
| a21o_1 | 41 | 308 |
| and3_1 | 39 | 244 |
| a32oi_1 | 38 | 333 |
| a22o_1 | 35 | 307 |
| o2bb2ai_1 | 30 | 263 |
| o32ai_1 | 30 | 263 |
| a2bb2oi_1 | 28 | 245 |
| or3_1 | 28 | 175 |
| a221o_1 | 27 | 270 |
| or2_2 | 27 | 169 |
| a211o_1 | 25 | 219 |
| nand2b_1 | 21 | 131 |
| nor2b_1 | 20 | 125 |
| o2111ai_1 | 20 | 175 |
Power and IR drop assume default switching activity.
